==> ./design.v <==
module sdram (
	inout  reg [15:0]	sd_data,     
	output reg [12:0]	sd_addr,     
	output reg [1:0] 	sd_dqm,      
	output reg [1:0] 	sd_ba,       
	output 				sd_cs,       
	output 				sd_we,       
	output 				sd_ras,      
	output 				sd_cas,      
	input 		 		init_n,			 
	input 		 		clk,			 
	input					clkref,		 
	input [7:0]  		din,			 
	output [15:0]      dout,			 
	input aux,
	input [24:0]   	addr,        
	input 		 		we           
);
localparam RASCAS_DELAY   = 3'd2;    
localparam BURST_LENGTH   = 3'b000;  
localparam ACCESS_TYPE    = 1'b0;    
localparam CAS_LATENCY    = 3'd3;    
localparam OP_MODE        = 2'b00;   
localparam NO_WRITE_BURST = 1'b1;    
localparam MODE = { 3'b000, NO_WRITE_BURST, OP_MODE, CAS_LATENCY, ACCESS_TYPE, BURST_LENGTH}; 
localparam STATE_IDLE      = 3'd0;    
localparam STATE_CMD_START = 3'd0;    
localparam STATE_CMD_CONT  = STATE_CMD_START  + RASCAS_DELAY;  
localparam STATE_READ      = STATE_CMD_CONT + CAS_LATENCY + 4'd1;    
localparam STATE_LAST      = 3'd7;    
assign dout = sd_data;
reg [3:0] q  ;
always @(posedge clk) begin
   if(((q == 13) && ( clkref == 0)) ||
		((q ==  0) && ( clkref == 1)) ||
      ((q != 13) && (q != 0))) begin
			if( q != 13)
				q <= q + 4'd1;
			else
				q <= 4'd0;
		end
end
reg [4:0] reset;
always @(posedge clk, negedge init_n) begin
	if(!init_n)	reset <= 5'h1f;
	else if((q == STATE_LAST) && (reset != 0))
		reset <= reset - 5'd1;
end
localparam CMD_INHIBIT         = 4'b1111;
localparam CMD_NOP             = 4'b0111;
localparam CMD_ACTIVE          = 4'b0011;
localparam CMD_READ            = 4'b0101;
localparam CMD_WRITE           = 4'b0100;
localparam CMD_BURST_TERMINATE = 4'b0110;
localparam CMD_PRECHARGE       = 4'b0010;
localparam CMD_AUTO_REFRESH    = 4'b0001;
localparam CMD_LOAD_MODE       = 4'b0000;
reg [3:0] sd_cmd;    
assign sd_cs  = sd_cmd[3];
assign sd_ras = sd_cmd[2];
assign sd_cas = sd_cmd[1];
assign sd_we  = sd_cmd[0];
always @(posedge clk) begin
	sd_cmd <= CMD_INHIBIT;   
	sd_data <= 16'bZ;
	if(reset != 0) begin
		if(q == STATE_CMD_START) begin
			if(reset == 13) begin
				sd_cmd <= CMD_PRECHARGE;
				sd_addr[10] <= 1'b1;       
			end
			if(reset == 2) begin
				sd_cmd <= CMD_LOAD_MODE;
				sd_addr <= MODE;
			end
		end
	end else begin
		if(q == STATE_CMD_START) begin
			sd_cmd <= CMD_ACTIVE;
			sd_addr <= addr[21:9];
			sd_ba <= addr[23:22];
			if(!we) sd_dqm <= 2'b00;
			else    sd_dqm <= { ~aux, aux };
		end
		if(q == STATE_CMD_CONT) begin
			sd_cmd <= we?CMD_WRITE:CMD_READ;
			if (we) sd_data <= {din, din};
			sd_addr <= { 4'b0010, addr[8:0] };   
		end
		if(q == 8)
			sd_cmd <= CMD_AUTO_REFRESH;
	end
end
endmodule
==> ./run.sh <==
#!/bin/bash
# OpenROAD 26Q1-2900-gdf79404cd8, Yosys 0.63+post, stock flow scripts
make -C /OpenROAD-flow-scripts/flow DESIGN_CONFIG=/design/flow/config.mk WORK_HOME=/design/flow/orfs finish
==> ./config.mk <==
export PLATFORM = sky130hd
export DESIGN_NAME = sdram
export DESIGN_NICKNAME = sdram
export VERILOG_FILES = /design/flow/design.v
export SDC_FILE = /design/flow/constraint.sdc
export NUM_CORES = 4
export LEC_CHECK = 1
export CORE_AREA = 10 10 103 103
export DIE_AREA = 0 0 113 113
==> ./constraint.sdc <==
current_design sdram

set clk_period 2.4
set clk_io_pct 0.2

create_clock -name clk0 -period $clk_period [get_ports {clk}]

set non_clock_inputs [all_inputs -no_clocks]
set_input_delay [expr $clk_period * $clk_io_pct] -clock clk0 $non_clock_inputs
set_output_delay [expr $clk_period * $clk_io_pct] -clock clk0 [all_outputs]
==> results.py <==
# Auto-generated metrics
metrics = {
    "status": {
        "outcome": "stopped before the end",
        "stop_stage": "clock tree synthesis",
        "tool.error": "[error] [KeplerFormal.cpp:679] Workflow failed: Iso has multiple drivers: .sd_data0, sd_data[8]$_DFF_P_.Q0",
    },
    "logic_synthesis": {
        "ys_cells": 165,
        "ys_async_sr_fraction_pct": 13.16,
        "syn_area_per_cell_um2": 11.05,
        "top_area_share_pct": 34.59,
        "ys.flops": 38,
        "yosysWarnings": 2,
        "top_cells_by_area": "edfxtp_1 35%, dfxtp_1 13%, buf_4 9.9%",
        "synth_area_leader_cell": "edfxtp_1",
        "ys_chip_area_mm2": 0.001823,
        "syn_inst": 165,
        "enable_flop_cells": 21,
        "syn_area_mm2": 0.001823,
        "ys_types": 38,
        "flop_cell": "edfxtp_1",
        "ys_seq_share_pct": 54.98,
    },
    "floorplanning": {
        "rows": 33,
        "io_pins": 91,
        "fp-utilization_pct": 21.97,
        "dieHeight_um": 113,
        "die_x_um": 113,
    },
    "clocking": {
        "cts_root_buf": "clkbuf_8",
        "cts_buffers": 5,
        "cts_setup_buffers": 0,
        "htree_num_levels": 2,
        "cts_buffer_depth": 2,
        "cts_num_sinks": 38,
        "cts_hold_buf": 0,
        "ctsResizeCount": 0,
    },
    "placement": {
        "gp_congestion": 0.7766,
        "portBuffers": 73,
        "dpl.hpwl_um": 3507,
    },
}
## kinds of logic after synthesis
family | after synthesis | share of synthesized area (%)
multiplexers | 3 | 1.716
AND/OR/NAND/NOR | 57 | 16.34
adder cells (fa/ha/maj) | 7 | 4.804
buffers and inverters | 36 | 12.97
XOR/XNOR | 3 | 1.442
flip-flops | 38 | 54.98
AND-OR/OR-AND | 21 | 7.756
## cells in the mapped netlist (2+ instances only)
master / instances
edfxtp_1: 21
o21ai_0: 2
nand2_1: 24
a21oi_1: 13
nor3_1: 4
nor3b_1: 3
dfstp_2: 5
nor2_1: 5
nor2b_1: 3
dfxtp_1: 12
xnor2_1: 3
buf_4: 24
inv_1: 6
ha_1: 7
nand3_1: 5
mux2i_1: 2
and3_1: 3
buf_2: 3
## through the flow
stage               worst slack [ns]  cells  power, mW  area (um^2)  hold WS, ns
detailed placement            0.3045    317      1.812         2501       0.5033
global placement              0.3080    317      1.803         2501       0.4920
floorplan                     0.2339    165      1.380         1823       0.3322
No activity file was given, so power comes from the tool's default toggle rates.
